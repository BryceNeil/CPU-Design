==> /design/flow/design.v <==
module PC_reg(
input clr, clk, inc, wr,
input [31:0] D,
output reg [31:0]Q
);
initial Q = 0;
always @ (posedge clk)
begin
if(clr)
Q = 0;
else if(wr)
Q = D;
else if (inc)
Q = Q + 1;
end 
endmodule
==> /design/flow/run.sh <==
#!/bin/bash
# OpenROAD 26Q1-2900-gdf79404cd8, Yosys 0.63+post, stock flow scripts
make -C /OpenROAD-flow-scripts/flow DESIGN_CONFIG=/design/flow/config.mk WORK_HOME=/design/flow/orfs finish
==> /design/flow/config.mk <==
export PLATFORM = sky130hd
export DESIGN_NAME = PC_reg
export DESIGN_NICKNAME = PC_reg
export VERILOG_FILES = /design/flow/design.v
export SDC_FILE = /design/flow/constraint.sdc
export NUM_CORES = 4
export LEC_CHECK = 1
export CORE_UTILIZATION = 30
==> /design/flow/constraint.sdc <==
current_design PC_reg

set clk_period 5.6
set clk_io_pct 0.2

create_clock -name clk0 -period $clk_period [get_ports {clk}]

set non_clock_inputs [all_inputs -no_clocks]
set_input_delay [expr $clk_period * $clk_io_pct] -clock clk0 $non_clock_inputs
set_output_delay [expr $clk_period * $clk_io_pct] -clock clk0 [all_outputs]
==> ci_impl_report.md <==
## PnR job results

| Metric | Value |
|---|---|
| Outcome | finished clean |
| Die Span X | 82.1 µm |
| Peak VDD IR | about 0.11 mV |
| Latency at later pin | roughly 0.28 ns |
| Total CTS buffers | 5 |
| Port Buf Inserts | 67 |
| Core Util, Final | 45.2% |
| CP endpoint kind | flip-flop |
| Die y size | 82.1 µm |
| Routed Antenna Nets | 0 |
| Period minus WS final | 3.29 ns |
| Initial DRC count | 85 |
| Full die area | 6740 µm² |
| Tool warnings | 25 |
| First-pass GRT wire length | slightly below 9000 µm |
| Setup Viol. Count Final | 0 |
| Routed wire length per instance | ~14 µm |
| Actual slew at the worst max-slew pin | 0.558 ns |
| Setup TNS | 0 ns |
| Highest Clock Rate | 0.304 GHz |
| Crit Path Max Fanout | 13 |
| Most numerous logic cell after layout | clkdlybuf4s50_1 |
| Largest net degree at the start of global routing | 37 |
| RR Startpoint | Q[11] |
| WL final | 5350 µm |
| CTS tree | built |
| RSZ-0062 raised after global routing | no |
| Gr usage total | about 17% |
| Syn Inst Count | ~240 |
| Max reg flops | 32 |
| FP Util | 31.8% |
| Hold_buf cts | 0 |
| Vias in the first global route | 1823 |
| Final Wtd Congestion | 0.843 |
| Num ports | 68 |
| Worst reg2reg path depth | 4 |
| Core area | 6060 µm² |
| Final worst path period share | between 50% and 60% |
| Root Driver | clkbuf_8 |
| Relative slew slack | 62.5% |
| Clk sinks | 32 |
| Startpoint types | input port |
| Vias post-DR | 2013 |
| Post-CTS sizing | 0 |
| Hold EP | Q[18] |
| Required @ worst endpoint | 5.80 ns |
| Final Hold Viols | 0 |
| Reg2reg setup slack | 3.34 ns |
| Residual DRC count | 0 |
| Reg2reg end | Q[20] |
| Seq share, synth | 33.3% |
| DRT Pass-1 Iters | 4 |
| Lkg Pwr | around 0.88 nW |
| Clock transition at the registers of the reported paths | about 0.07 ns |
| Synth Area per Inst | 7.98 µm² |
| Slew Limit Fails | 0 |
| Number of post-CTS setup repair buffers | 0 |
| H-Tree Depth | 2 |
| Worst min path class | flip-flop to flip-flop |
| Dpl hpwl | 3750 µm |
| Via/cell ratio | 5.35 |
| Ratio of cells with drive above 1 in the final layout | 5.98% |
| Layout filler cell count | 590 |
| Synthesis area per yosys | 1920 µm² |
| Hold depth | 2 |
| Yosys cell types | 44 |
| Arrival time at the worst endpoint | 3.49 ns |
| # rows | 28 |
| Grt ovf | 0 |
| Worst setup path class | input port to flip-flop |
| Area grow syn2layout | 42.3% |
| Most common logic cells in the final layout | clkdlybuf4s50_1, dfxtp_1, nor2_1, nand2_1 |
| Max_cap viols | 0 |
| Diodes inserted | 0 |
| HP Start | Q[18] |
| Overall Power | 0.553 mW |
| Cell Pwr Density | 202 nW/µm² |
| Clk buf depth | 2 |
| Yosys synthesis warning count | 1 |
| Yosys Instances | 241 |
| Combined area of all synthesized cells | slightly below 2000 µm² |
| Initial antenna violation count | 0 |
| Layout Skew | 0.00615 ns |
| Flops out of synthesis | 32 |
## synthesized netlist by cell type
| library cell | instances | area, µm² |
|---|---|---|
| a2111oi_0 | 6 | 52.6 |
| a2111oi_1 | 1 | 10.0 |
| a211oi_1 | 12 | 90.1 |
| a21boi_0 | 1 | 7.51 |
| a21oi_1 | 6 | 30.0 |
| a221oi_1 | 1 | 8.76 |
| a311oi_1 | 10 | 87.6 |
| and2_0 | 1 | 6.26 |
| and3_1 | 4 | 25.0 |
| and4_1 | 4 | 35.0 |
| buf_1 | 2 | 7.51 |
| buf_2 | 2 | 10.0 |
| clkbuf_1 | 15 | 56.3 |
| clkinv_1 | 1 | 3.75 |
| dfxtp_1 | 32 | 641 |
| ha_1 | 1 | 12.5 |
| inv_1 | 10 | 37.5 |
| mux2i_1 | 1 | 10.0 |
| nand2_1 | 14 | 52.6 |
| nand3_1 | 12 | 60.1 |
| nand3_2 | 1 | 10.0 |
| nand3_4 | 1 | 17.5 |
| nand4_1 | 11 | 68.8 |
| nand4_4 | 1 | 21.3 |
| nor2_1 | 28 | 105 |
| nor3_1 | 4 | 20.0 |
| nor3b_1 | 5 | 37.5 |
| nor4_1 | 8 | 50.1 |
| nor4_2 | 1 | 12.5 |
| nor4b_1 | 2 | 17.5 |
| o211ai_1 | 2 | 15.0 |
| o21a_1 | 1 | 7.51 |
| o21ai_0 | 6 | 30.0 |
| o21bai_1 | 1 | 7.51 |
| o221ai_1 | 1 | 8.76 |
| o311ai_1 | 2 | 17.5 |
| o31a_1 | 1 | 8.76 |
| o31ai_1 | 4 | 30.0 |
| or2_2 | 1 | 6.26 |
| or3_1 | 5 | 31.3 |
| or3b_2 | 1 | 8.76 |
| or4_1 | 7 | 52.6 |
| xnor2_1 | 6 | 52.6 |
| xor2_1 | 5 | 43.8 |
## per-stage QoR
step / hold WS (ns) / cell area, µm² / instances / setup WS (ns)
floorplan: 0.477 / 1920 / 241 / 3.00
global placement: 0.511 / 2650 / 368 / 2.13
detailed placement: 0.519 / 2650 / 368 / 2.03
CTS: 0.528 / 2740 / 376 / 2.35
global route: 0.568 / 2740 / 376 / 2.19
finish: 0.530 / 2740 / 376 / 2.31
## cells by family after synthesis
logic type                 Yosys count  synth area share (%)
AOI/OAI and AO/OA                   55                  21.4
xor gates and xnor gates            11                  5.01
adders and majority gates            1                 0.650
buffers and inverters               30                  5.98
DFF                                 32                  33.3
muxes                                1                 0.520
and+or+nand+nor                    111                  33.2
## power by group
| part | internal (mW) | total, mW | leakage, nW | switching [mW] |
|---|---|---|---|---|
| clock | 0.0981 | 0.186 | 0.0510 | 0.0882 |
| combinational | 0.0654 | 0.0979 | 0.560 | 0.0324 |
| sequential | 0.244 | 0.269 | 0.266 | 0.0248 |
| total | 0.407 | 0.553 | 0.877 | 0.145 |
## critical path, stage by stage
cell	delay, ns
clkdlybuf4s50_1	0.75
nand3_2	0.22
or4_1	0.70
or4_1	0.44
a311oi_1	0.24
## worst max-delay path by stage
stage | to | start | cells past startpoint | slack [ns]
6_report | Q[17] | inc | 5 | 2.31
5_1_grt | Q[17] | inc | 5 | 2.19
4_1_cts | Q[19] | inc | 5 | 2.35
## area by class of cell
cell class / instances / area (µm²) / share of cell area, %
clock buffer: 6 / 82.6 / 3.02
clock inverter: 2 / 10.0 / 0.366
inverter: 11 / 41.3 / 1.51
multi-input combinational: 179 / 1170 / 42.7
sequential: 32 / 641 / 23.4
tap: 75 / 93.8 / 3.43
timing repair buffer: 71 / 701 / 25.6
## metal layers
layer  track usage [%]  up-vias  share of wire (%)
met5                 0        -                  0
met4              1.58        0               0.67
met3              3.12        2                5.9
met2              26.7       59                 44
met1              24.9      908                 49
li1                  -     1044                  -
Power is estimated from default activity; no workload was simulated.
