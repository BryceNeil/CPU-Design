--- /design/flow/design.v ---
module register_64_bits(
input clk, clr, Z_input, Z_Lo_select, Z_Hi_select, 
input [63:0] D,
output reg [31:0]Z_Hi_Data_Output, Z_Lo_Data_Output
);
	always @(posedge clk)
		if(clr) begin
			Z_Hi_Data_Output = 32'h00000000;
			Z_Lo_Data_Output = 32'h00000000;
		end
		else if(Z_input) begin
			if(Z_Lo_select)
				Z_Lo_Data_Output = D[31:0];
			else if(Z_Hi_select)
				Z_Hi_Data_Output = D[63:32];
		end
endmodule
--- /design/flow/run.sh ---
#!/bin/bash
# OpenROAD 26Q1-2900-gdf79404cd8, Yosys 0.63+post, stock flow scripts
make -C /OpenROAD-flow-scripts/flow DESIGN_CONFIG=/design/flow/config.mk WORK_HOME=/design/flow/orfs finish
--- /design/flow/config.mk ---
export PLATFORM = sky130hd
export DESIGN_NAME = register_64_bits
export DESIGN_NICKNAME = register_64_bits
export VERILOG_FILES = /design/flow/design.v
export SDC_FILE = /design/flow/constraint.sdc
export NUM_CORES = 4
export LEC_CHECK = 1
export CORE_UTILIZATION = 50
--- /design/flow/constraint.sdc ---
current_design register_64_bits

set clk_period 2.1
set clk_io_pct 0.2

create_clock -name clk0 -period $clk_period [get_ports {clk}]

set non_clock_inputs [all_inputs -no_clocks]
set_input_delay [expr $clk_period * $clk_io_pct] -clock clk0 $non_clock_inputs
set_output_delay [expr $clk_period * $clk_io_pct] -clock clk0 [all_outputs]
==> impl_metrics.tcl <==
# flow metrics
set metrics [dict create \
    status "finished, final reports clean" \
    antenna_found_initial 0 \
    drv_slew 0 \
    cp_top_family "buffers and inverters" \
    seq_area_mm2 0.00128 \
    fin_crit_ps 1560 \
    maxCapViolCount 0 \
    design.core.area_mm2 0.00527 \
    enable_flop_cells 0 \
    syn_area_per_cell_um2 9.90 \
    final.period_utilization_pct 74.4 \
    area_growth_syn_to_layout_pct 52.2 \
    grt_pass1_wl_um 9770 \
    met3_usage_pct 6.17 \
    clockBufferDepth 2 \
    synth_top_area_share_pct 45.4 \
    crit_chain "clkdlybuf4s50_1" \
    numSynthFlops 64 \
    worstPathArrival_ps 1140 \
    grt_util_met1_pct 30.8 \
    placed_area_mm2 0.00411 \
    die_area_mm2 0.00594 \
    htreeDepth 3 \
    antenna_left 0 \
    startpoint_type "flop" \
    wire_per_inst_um 12.6 \
    topCellsByArea "dfxtp_1 45%, nand2b_1 14%, a21bo_2 11%, mux2i_1 11%, a21oi_1 5.7%" \
    whs_ps 474 \
    fin_tns_setup_ps 0 \
    fin_skew_ps 0 \
    post-route-drc-count 0 \
    cts_setup_buffers 0 \
    grt_overflow 0 \
    common_cells "64 x dfxtp_1, 64 x nand2b_1" \
    ys_cells 285 \
    crit_fanout 2 \
    vias_per_cell 4.93 \
    worst_pin_slew_ps 611 \
    fin_area_mm2 0.00429 \
    portBuffers 132 \
    ctsResizeCount 0 \
    synthCells 285 \
    logic_area_mm2 0.00137 \
    grt_pass1_vias 2140 \
    cts_hold_buf 0 \
    initial_core_util_pct 53.5 \
    syn_area_mm2 0.00282 \
    gp_congestion 0.817 \
    async_flop_share_pct 0 \
    p_per_area_mw_per_mm2 616 \
    setup_viol 0 \
    fp-row-count 26 \
    critPathMaxStageDelay_ps 490 \
    irDropWorstVdd_uv 419 \
    slowest_stage "clkdlybuf4s50_1" \
    numCtsBuffers 9 \
    synth_seq_share_pct 45.4 \
    largest_area_cell "dfxtp_1" \
    drt_wl_total_um 6050 \
    clock_latency_ps 320 \
    cts.sinks 64 \
    critPathRequiredTime_ps 1680 \
    grt_util_met2_pct 29.8 \
    path_class "reg -> out" \
    rsz0062_at_grt "false" \
    hold_viol 0 \
    dieWidth_um 77.1 \
    power.leakage_nw 1.56 \
    gr-usage-all-layers_pct 20.6 \
    grt_start_max_net_pins 65 \
    finish.utilization_pct 81.5 \
    critPathBufInv 1 \
    n_fill_cell 350 \
    dpl.hpwl_um 3850 \
    antenna_cells 0 \
    chipHeight_um 77.1 \
    dr.pass1.iters 4 \
    max_freq_ghz 0.640 \
    ys_area_mm2 0.00282 \
    relSlewSlack_pct 59.3 \
    clkTransAtPathRegs_ps 70 \
    warnings 27 \
    root_buffer "clkbuf_8" \
    ys_warn_count 1 \
    crit_path_end_kind "output port" \
    synth_cell_types 11 \
    hold_path_class "reg -> reg" \
    top_usage_layer "met1" \
    flop_cell "dfxtp_1" \
    pin_count 133 \
    tritoncts "built" \
    drive_gt1_share_pct 13.7 \
    vias 2364 \
    dr.first_iter.drc_count 123 \
]
==> area by class of cell <==
class,count,area share (%)
Multi-Input combinational cell,193,31.9
Timing Repair Buffer,137,31.9
Sequential cell,64,29.8
Clock buffer,13,3.93
Tap cell,70,2.04
Clock inverter,3,0.350
==> state kept, by name, indices dropped and copies added (netlist names) <==
name / cells
Z_Hi_Data_Output: 32
Z_Lo_Data_Output: 32
==> stage by stage <==
step	std cells	power, mW	worst slack (ps)
after floorplan	285	1.48	973
after global placement	464	1.71	506
after detailed placement	464	1.71	478
after CTS	480	2.67	512
after global routing	480	2.76	468
final	480	2.64	537
==> report_power, final <==
part	switching, mW	leakage (nW)	internal, mW
Combinational	0.124	0.936	0.275
Clock	0.438	0.0992	0.520
Sequential	0.0222	0.522	1.26
==> logic make-up (layout without fill, tap and decap cells) <==
family | Yosys count | in the layout | share of synthesized area, %
buffers and inverters | 28 | 153 | 5.99
muxes | 32 | 32 | 11.4
and+or+nand+nor | 97 | 97 | 20.2
DFF | 64 | 64 | 45.4
AOI/OAI and AO/OA | 64 | 64 | 17.0
==> placed cells by master (no fill, tap or decap), drive strengths merged <==
| master | Yosys | layout |
|---|---|---|
| clkdlybuf4s50 | 0 | 129 |
| dfxtp | 64 | 64 |
| nand2b | 64 | 64 |
| mux2i | 32 | 32 |
| nand3 | 32 | 32 |
| a21bo | 32 | 32 |
| a21oi | 32 | 32 |
| clkbuf | 5 | 13 |
| buf | 23 | 8 |
| clkinv | 0 | 3 |
| and3b | 1 | 1 |
==> worst paths after layout <==
check,start,to,slack [ps],cells after the start
worst max-delay path,Z_Hi_Data_Output[9]$_SDFFE_PP0P_,Z_Hi_Data_Output[9],540,1
worst min-delay path,Z_Hi_Data_Output[3]$_SDFFE_PP0P_,Z_Hi_Data_Output[3]$_SDFFE_PP0P_,470,2
worst max register to register,Z_Lo_Data_Output[13]$_SDFFE_PP0P_,Z_Lo_Data_Output[13]$_SDFFE_PP0P_,1360,2
worst min register to register,Z_Hi_Data_Output[3]$_SDFFE_PP0P_,Z_Hi_Data_Output[3]$_SDFFE_PP0P_,470,2
==> metal layers <==
| layer | share of wire [%] | up-vias | wire length [um] |
|---|---|---|---|
| met1 | 47 | 1054 | 2850 |
| li1 | - | 1206 | - |
| met5 | 0 | - | 0 |
| met4 | 2.9 | 0 | 173 |
| met2 | 41 | 88 | 2500 |
| met3 | 8.6 | 16 | 519 |
Power and IR drop assume default switching activity.
